### design.v
module Fifo (
  input Rd_en,Wr_en,clk,rst,
  input  [8-1:0] Dat_In,
  output reg [8-1:0] Dat_Out
);
  reg [8-1:0] Fifo_mem [32-1:0];
  reg [5-1+1:0] wr_ptr,rd_ptr;
  integer i;
  wire full,empty,equality;
  assign equality = wr_ptr[5] == rd_ptr[5];
  assign empty = equality & (wr_ptr[5-1:0] == rd_ptr[5-1:0]);
  assign full  = ~equality & (wr_ptr[5-1:0] == rd_ptr[5-1:0]);
  always @(posedge clk) begin
    if (rst) begin
      for (i=0; i<32; i=i+1) begin
        Fifo_mem[i] <= 8'h0;   
      end 
      wr_ptr  <= {1'b0,5'h0};
    end else if (Wr_en & ~full) begin
      Fifo_mem[wr_ptr[5-1:0]] <= Dat_In;   
      wr_ptr <= wr_ptr + 5'h1;
    end else begin
      Fifo_mem[wr_ptr[5-1:0]] <= Fifo_mem[wr_ptr[5-1:0]];   
    end
  end
  always @(posedge clk) begin
    if (rst) begin
      Dat_Out <= 8'b0;   
      rd_ptr  <= {1'b0,5'h0};
    end else if (Rd_en & ~empty) begin
      Dat_Out <= Fifo_mem[rd_ptr[5-1:0]];   
      rd_ptr <= rd_ptr + 5'h1;
    end else begin
      Dat_Out <= Dat_Out;   
      rd_ptr  <= rd_ptr;
    end
  end
endmodule
### run.sh
#!/bin/bash
# OpenROAD 26Q1-2900-gdf79404cd8, Yosys 0.63+post, stock flow scripts
make -C /OpenROAD-flow-scripts/flow DESIGN_CONFIG=/design/flow/config.mk WORK_HOME=/design/flow/orfs finish
### config.mk
export PLATFORM = sky130hd
export DESIGN_NAME = Fifo
export DESIGN_NICKNAME = Fifo
export VERILOG_FILES = /design/flow/design.v
export SDC_FILE = /design/flow/constraint.sdc
export NUM_CORES = 4
export LEC_CHECK = 1
export CORE_UTILIZATION = 30
### constraint.sdc
current_design Fifo

set clk_period 13.5
set clk_io_pct 0.2

create_clock -name clk0 -period $clk_period [get_ports {clk}]

set non_clock_inputs [all_inputs -no_clocks]
set_input_delay [expr $clk_period * $clk_io_pct] -clock clk0 $non_clock_inputs
set_output_delay [expr $clk_period * $clk_io_pct] -clock clk0 [all_outputs]
==> job_summary.md <==
## PnR job results

| Metric | Value |
|---|---|
| Die width | `208 um` |
| Share of cells above drive strength 1 | `0.129` |
| WP buf/inv | `1` |
| Synth async-reset ratio | `0` |
| Routability cong. | `0.848` |
| H-tree Lvls | `1` |
| Power per Cell Area | `141 mW/mm2` |
| Setup TNS Final | `0 ns` |
| CP most frequent cell | `nand2_1` |
| Hold violation count in the final report | `0` |
| Hold path endpoint | `Dat_Out[0]` |
| Endpoints failing setup | `0` |
| Die Size | `0.0432 mm2` |
| Period utilization | `0.326` |
| Largest type area fraction | `0.605` |
| DR iter-0 viols | `489` |
| Ys flop type | `edfxtp_1` |
| Crit path required time | `13.70 ns` |
| Pins over their slew limit | `0` |
| Critical R2R Capture | `Fifo_mem[14][6]` |
| Drt wl/cell | `20.4 um` |
| CORE AREA | `0.0419 mm2` |
| Tool warnings | `28` |
| Distinct cell type count after synthesis | `51` |
| Clk latency late pin | `0.54 ns` |
| Seq share, synth | `0.637` |
| Total CTS buffers | `29` |
| Filler cells | `4055` |
| Layout area overhead | `10.6%` |
| Crit start category | `input pin` |
| Util after Layout | `0.336` |
| Largest net degree at the start of global routing | `51` |
| Syn Area/Cell | `13.3 um2` |
| Crit-path leading delay family | `simple AND/OR/NAND/NOR gates` |
| Hold Path Cell Cnt | `1` |
| Post-CTS Hold Buffers | `0` |
| Post-CTS sizing | `0` |
| Crit path cell chain | `clkdlybuf4s50_1 -> nand2_1 -> a31oi_2 -> nand2_1 -> nand2b_1` |
| Post-synthesis cell count from yosys | `956` |
| Top cells by count | `nor2_1, edfxtp_1, nand2_1` |
| Status | `completed` |
| Final min period | `4.40 ns` |
| I/O Buffers | `19` |
| Longest Clk Path Bufs | `3` |
| Worst R2R Setup Slack | `10.37 ns` |
| Register area | `0.00810 mm2` |
| Yosys top cell by instances | `nor2_1` |
| Synth area leaders | `edfxtp_1, mux4_2, nor2_1` |
| Clock sinks | `276` |
| Drt via density | `5.01` |
| First-pass GRT wire length | `47200 um` |
| GRT Util Overall | `0.154` |
| Synthesized registers | `276` |
| Vias in the first global route | `7881` |
| Least-Margin Pin Slew | `0.803 ns` |
| Dpl hpwl | `20100 um` |
| Comb area | `0.00402 mm2` |
| YS warnings | `1` |
| Worst r2r path cells | `6` |
| Gr ovfl total | `0` |
| Max-cap viol count | `0` |
| Worst-path maximum fanout | `9` |
| DRC viols | `0` |
| Clock root buffer | `clkbuf_16` |
| Die Ht | `208 um` |
| Syn Std Cell Area | `0.0127 mm2` |
| Clk slew on worst S/H paths | `0.06 ns` |
| CTS tree | `done` |
| Max stage delay on crit path | `0.60 ns` |
| Post-route ant nets | `0` |
| IO Pins | `20` |
| Setup Skew | `0.0137 ns` |
| Lkg Pwr | `4.57 nW` |
| Slowest CP cell | `clkdlybuf4s50_1` |
| Antenna violations before repair | `0` |
| Mapped Cells | `956` |
| Worst R2R Start | `rd_ptr[0]` |
| Hold/Removal Path Class | `reg2reg` |
| Antenna Cells | `0` |
| Post-CTS setup repair buffer count | `0` |
| Critical path class | `in2reg` |
| Via Count | `7535` |
| Cell Rows | `75` |
| Max rail drop VDD | `0.0713 mV` |
| FP Util | `0.304` |
| Synth area leader | `edfxtp_1` |
| Slew headroom | `0.460` |
| Area reported by Yosys stat | `0.0127 mm2` |
| Crit. End Element | `flip-flop` |
| Arrival time at the worst endpoint | `4.60 ns` |
| Post-synth EDFFs | `256` |
| Fmax | `0.227 GHz` |
| HP Start | `Dat_Out[0]` |
| Drt total wl | `30700 um` |
| RSZ-0062 raised after global routing | `no` |
| Pre-antenna DRT Iters | `5` |
flip-flops by register name (all words and copies together), names as in the netlist:
signal / cells
wr_ptr: 6
rd_ptr: 6
Fifo_mem: 256
Dat_Out: 8
layout make-up:
type                            instances  share of cell area
Sequential cell                       276               0.576
Tap cell                              539              0.0480
Clock inverter                         20              0.0142
Timing Repair Buffer                   37              0.0228
Inverter                                2            0.000534
Clock buffer                           33              0.0527
Multi-Input combinational cell        598               0.286
layer usage:
| metal | share of wire | routed length (um) | vias to the layer above | global-route usage |
|---|---|---|---|---|
| met5 | 0 | 0 | - | 0 |
| met1 | 0.39 | 12000 | 3696 | 0.203 |
| met2 | 0.45 | 13900 | 333 | 0.228 |
| met3 | 0.14 | 4170 | 40 | 0.0932 |
| li1 | - | - | 3466 | - |
| met4 | 0.018 | 550 | 0 | 0.0258 |
worst max path at each step:
| stage | slack (ns) | cells past startpoint | start | to |
|---|---|---|---|---|
| CTS | 9.13 | 5 | Wr_en | Fifo_mem[27][0] |
| global route | 9.02 | 5 | Wr_en | Fifo_mem[27][3] |
| finish | 9.10 | 5 | Wr_en | Fifo_mem[15][6] |
stage by stage:
stage                     worst slack, ns  total power, mW  std cells  hold WS [ns]  area (um2)
after global placement               8.57             1.22       1452         0.459       13100
after detailed placement             8.57             1.22       1452         0.465       13100
final                                9.10             1.99       1505         0.476       14100
after CTS                            9.13             2.00       1505         0.479       14100
after global routing                 9.02             2.06       1505         0.507       14100
after floorplan                      9.68             1.16        956         0.419       12700
cell usage in the layout, fill, tap and decap left out, drive strengths merged, types with 2 or more instances in the layout:
master and count:
o31ai 4, or3 7, o22ai 7, mux2 2
mux2i 43, o221ai 8, nand2 82, nor2b 5
mux4 46, inv 3, a21o 31, nor3b 5
a32o 8, ha 5, nand3b 2, nor3 2
nand4 2, and3 2, a211oi 8, buf 19
clkinv 13, edfxtp 256, and3b 2, o21ai 10
nor2 269, bufinv 4, dfxtp 20, xor2 2
a21oi 14, a31oi 2, clkdlybuf4s50 18, xnor2 9
a22oi 8, nand3 4, clkinvlp 2, clkbuf 33
cells by family after synthesis:
kind of cell | after synthesis | share of synthesized area
muxes | 91 | 0.117
DFF | 276 | 0.637
xor gates and xnor gates | 11 | 0.00936
and+or+nand+nor | 388 | 0.125
adders and majority gates | 5 | 0.00492
buffers and inverters | 82 | 0.0475
AOI/OAI and AO/OA | 103 | 0.0596
where the power goes:
| part | switching [mW] | leakage [nW] | internal [mW] |
|---|---|---|---|
| logic | 0.111 | 1.30 | 0.0894 |
| clock network | 0.315 | 0.458 | 0.468 |
| registers | 0.0370 | 2.81 | 0.967 |
worst reg2reg max path: cells and delay by family, from the launching register on:
| family | cells | cell delay [ns] |
|---|---|---|
| flops | 1 | 0.86 |
| simple gates | 4 | 1.33 |
| buf+inv | 1 | 0.48 |
| xor+xnor | 1 | 0.22 |
No activity file was given, so power comes from the tool's default toggle rates.
