### design/flow/design.v
module MUX4TO1 (
  input      [7:0] in0,in1,in2,in3,
  input      [1:0] sel,
  input            clk,rst,
  output reg [7:0] out
  );
  wire [7:0] reg_mux;
  assign reg_mux[7:0] = {8{~|sel[1:0]}}        & in0[7:0]
                      | {8{~sel[1] &  sel[0]}} & in1[7:0]
                      | {8{ sel[1] & ~sel[0]}} & in2[7:0]
                      | {8{&sel[1:0]}}         & in3[7:0]
                      ;
  always @(posedge clk) begin
    if (rst ) begin
      out[7:0] <= 7'h0;
    end else begin
      out[7:0] <= reg_mux[7:0];
    end
  end
endmodule
module FIFO (
 input      [7:0] wr_data,
 input            clk,rst,
 input            rd_en,wr_en,
 output reg [7:0] rd_data
 );
 reg [7:0] fifo_mem [31:0];  
 reg [5:0] wr_ptr, rd_ptr;
 wire      full;             
 wire      empty;            
 wire      eq_ptr;
 assign eq_ptr = wr_ptr[4:0] == rd_ptr[4:0];
 assign full   =  (wr_ptr[5]^rd_ptr[5]) & eq_ptr;
 assign empty  = ~(wr_ptr[5]^rd_ptr[5]) &  eq_ptr;                
 always @(posedge clk) begin
   if (rst) begin
     wr_ptr[5:0] <= 6'h0;                                         
   end else if (full | ~wr_en) begin
     fifo_mem[wr_ptr[4:0]][7:0] <= fifo_mem[wr_ptr[4:0]][7:0];    
     wr_ptr[5:0]                <= wr_ptr[5:0];                   
   end else begin 
     fifo_mem[wr_ptr[4:0]][7:0] <= wr_data[7:0];                  
     wr_ptr[5:0]                <= wr_ptr[5:0] + 6'h1;            
   end
 end
 always @(posedge clk) begin
   if (rst) begin
     rd_ptr[5:0]  <= 6'h0;
     rd_data[7:0] <= 8'h0;
   end else if (empty | ~rd_en) begin
     rd_data[7:0] <= rd_data[7:0];
     rd_ptr [5:0] <= rd_ptr[5:0];
   end else begin
     rd_data[7:0] <= fifo_mem[rd_ptr[4:0]][7:0];
     rd_ptr [5:0] <= rd_ptr[5:0] + 6'h1;                      
   end
 end
endmodule
module FIFO_MUX_TOP (
  input        clk,
  input        rst,
  input        rd_en,
  input        wr_en,
  input  [1:0] sel,
  input  [7:0] in0,
  input  [7:0] in1,
  input  [7:0] in2,
  input  [7:0] in3,
  output [7:0] rd_data
);
  wire [7:0] mux_out;
  MUX4TO1 u_mux (
    .clk (clk),
    .rst (rst),
    .sel (sel),
    .in0 (in0),
    .in1 (in1),
    .in2 (in2),
    .in3 (in3),
    .out (mux_out)
  );
  FIFO u_fifo (
    .clk     (clk),
    .rst     (rst),
    .rd_en   (rd_en),
    .wr_en   (wr_en),
    .wr_data (mux_out),
    .rd_data (rd_data)
  );
endmodule
### design/flow/constraint.sdc
current_design FIFO_MUX_TOP

set clk_period 5.6
set clk_io_pct 0.2

create_clock -name clk0 -period $clk_period [get_ports {clk}]

set non_clock_inputs [all_inputs -no_clocks]
set_input_delay [expr $clk_period * $clk_io_pct] -clock clk0 $non_clock_inputs
set_output_delay [expr $clk_period * $clk_io_pct] -clock clk0 [all_outputs]
### design/flow/run.sh
#!/bin/bash
# OpenROAD 26Q1-2900-gdf79404cd8, Yosys 0.63+post, stock flow scripts
make -C /OpenROAD-flow-scripts/flow DESIGN_CONFIG=/design/flow/config.mk WORK_HOME=/design/flow/orfs finish
### design/flow/config.mk
export PLATFORM = sky130hd
export DESIGN_NAME = FIFO_MUX_TOP
export DESIGN_NICKNAME = FIFO_MUX_TOP
export VERILOG_FILES = /design/flow/design.v
export SDC_FILE = /design/flow/constraint.sdc
export NUM_CORES = 4
export LEC_CHECK = 1
export CORE_UTILIZATION = 40
==> results.toml <==
# physical design summary
[final_timing]
setup_ws_ns = 2.26
fin_crit_ns = 3.34
hold_ws_ns = 0.520
timing.final.crit_share = 0.596
fin_skew_ns = 0.0163
hold_viol = 0
fin_tns_setup_ns = 0
worst_pin_slew_ns = 0.762
slew_violations = 0
rsz0062_at_grt = "false"
setup_viol_count_final = 0
max_slew_margin = 0.490
fmax_mhz = 300

[power]
power.switching_mw = 1.02
leakagePower_nw = 4.07
internal_power_mw = 3.74
comb_power_share = 0.104
swShare = 0.214
peakVddDrop_mv = 0.270
seqPwrFrac = 0.505
clkPwrFrac = 0.391
p_per_area_mw_per_mm2 = 366

[critical_path]
critPathKind = "reg -> reg"
critPathArrivalTime_ns = 3.49
worstPathCellList = "xnor2_1, nand3_1, o31a_1, nand3b_1, nor2_1"
cp_max_fo = 20
slowest_stage = "dfxtp_1"
cp-end-kind = "flop"
required_ns = 5.75
cp-start-kind = "flop"
critical_path.top_delay_family = "simple AND/OR/NAND/NOR gates"
cp_slowest_stage_delay_ns = 0.81
path_buffers = 0

[floorplan]
core_mm2 = 0.0278
die_h_um = 170
rows = 61
io_pins = 46
dieWidth_um = 170
fp-utilization = 0.407
die_area_mm2 = 0.0289

[global_routing]
grt-ovfl-total = 0
antenna_found_initial = 0
gr-usage-all-layers = 0.201
grt_pass1_wl_um = 38300
grt_start_max_net_pins = 42
grt_pass1_vias = 6397

[hold_path]
hp-class = "reg -> reg"

[final_layout]
seq_area_mm2 = 0.00825
drive_gt1_frac = 0.158
fin_util = 0.469
syn2layout_area_growth_pct = 15.3
logic_area_mm2 = 0.00282
nFillCells = 2259

[synthesis]
synth_cells = 598
synthArstFlopShare = 0
synth_cell_types = 44
synth-seq-area-share = 0.730
syn_avg_cell_area_um2 = 18.9
yosysWarnings = 2
ff_type = "edfxtp_1"
numSynthFlops = 284
synth-edff-count = 256
ys_area_mm2 = 0.0113
yosys_cells = 598
netlist_area_mm2 = 0.0113

[drt]
ant_nets = 0
vias = 5793
wl_um = 25200
wl_per_cell_um = 24.0
drc_errors = 0
drtPass1Iterations = 4
drt_iter0_markers = 406
vias_per_cell = 5.52
diodes = 0

[clock_network]
insertion_delay_ns = 0.53
cts.sinks = 284
cts.clk_slew.worst_paths_ns = 0.06
cts_resized = 0
clk_path_buf_depth = 3
htreeDepth = 1
cts_setup_buffers = 0
cts_made_buffers = 27
cts_hold_buf = 0
cts_tree = "built"
clock-root-buffer = "clkbuf_16"

[flow_run]
warnings = 28
cap_violations = 0

[place]
place.gp.congestion = 0.900
io_buffers = 45
hpwlAfterDp_um = 16100
pre_cts_ws_ns = 1.88

[status]
outcome = "finished, final reports clean"
==> synthesized netlist by cell type, types with 5 or more instances <==
| cell type | n | area, um^2 |
|---|---|---|
| a211oi_1 | 7 | 52.6 |
| a21oi_1 | 13 | 65.1 |
| a22oi_1 | 16 | 120 |
| a32o_1 | 8 | 80.1 |
| buf_2 | 11 | 55.1 |
| buf_6 | 5 | 56.3 |
| clkbuf_1 | 11 | 41.3 |
| dfxtp_1 | 28 | 561 |
| edfxtp_1 | 256 | 7690 |
| ha_1 | 5 | 62.6 |
| mux2i_1 | 34 | 340 |
| mux4_1 | 9 | 236 |
| mux4_2 | 47 | 1060 |
| nand2_1 | 22 | 82.6 |
| nand3_1 | 5 | 25.0 |
| nand3b_1 | 8 | 60.1 |
| nor2_1 | 43 | 161 |
| nor2b_1 | 12 | 75.1 |
| o221ai_1 | 8 | 70.1 |
| o22ai_1 | 8 | 50.1 |
| xnor2_1 | 7 | 61.3 |
==> worst reg2reg max path, delay by kind of cell (launching register included) <==
family / cells / cell delay [ns]
compound gates: 1 / 0.40
xor+xnor: 1 / 0.17
flops: 1 / 0.81
simple gates: 3 / 1.58
==> final cells by class <==
| cell class | count | area share |
|---|---|---|
| flip-flops and latches | 284 | 0.634 |
| multi-input cells | 278 | 0.216 |
| clock buffers | 36 | 0.0560 |
| repair buffers | 59 | 0.0427 |
| well taps | 378 | 0.0363 |
| clock inverters | 13 | 0.0146 |
| inverters | 2 | 0.000576 |
==> cells by family (layout without fill, tap and decap cells) <==
family                   count (synthesis)  count (layout)  synth area share
multiplexers                            90              90             0.145
XOR/XNOR                                11              11           0.00853
AND-OR/OR-AND                           72              72            0.0486
flip-flops                             284             284             0.730
adder cells (fa/ha/maj)                  5               5           0.00554
AND/OR/NAND/NOR                        100             100            0.0420
buffers and inverters                   36             110            0.0202
==> worst paths after layout <==
kind              depth (start not counted)                               end  slack (ns)                            from
setup reg to reg                          5  u_fifo.fifo_mem[22][4]$_DFFE_PP_        2.26   u_fifo.rd_ptr[4]$_SDFFE_PP0N_
hold reg to reg                           1    u_fifo.rd_data[3]$_SDFFE_PP0N_        0.52  u_fifo.rd_data[3]$_SDFFE_PP0N_
hold / removal                            1    u_fifo.rd_data[3]$_SDFFE_PP0N_        0.52  u_fifo.rd_data[3]$_SDFFE_PP0N_
setup / recovery                          5  u_fifo.fifo_mem[22][4]$_DFFE_PP_        2.26   u_fifo.rd_ptr[4]$_SDFFE_PP0N_
==> stage by stage <==
| step | instance area (um^2) | power (mW) | std cells |
|---|---|---|---|
| 2_1_floorplan | 11300 | 2.81 | 598 |
| 3_3_place_gp | 12100 | 2.94 | 1001 |
| 3_5_place_dp | 12100 | 2.95 | 1001 |
| 4_1_cts | 13000 | 4.81 | 1050 |
| 5_1_grt | 13000 | 4.92 | 1050 |
| 6_report | 13000 | 4.76 | 1050 |
==> cells in the final DEF (no fill, tap or decap), types with 2 or more instances in the layout <==
master	instances
bufinv_16	5
edfxtp_1	256
dfxtp_1	27
o221ai_1	8
mux2i_1	34
mux4_1	9
buf_4	14
nor2b_1	12
inv_1	2
clkinvlp_4	2
nand3b_1	8
a22oi_1	16
o22ai_1	8
o21ai_0	3
clkbuf_8	2
a211oi_1	7
clkinv_1	4
clkinv_2	2
or3_1	3
o311ai_0	2
nand2_1	22
mux4_2	47
a21oi_1	13
clkbuf_1	7
clkbuf_16	27
a32o_1	8
nor2_1	43
clkdlybuf4s50_1	45
xor2_1	4
ha_1	5
xnor2_1	7
nand3_1	5
==> registers in the layout (all words and copies together) (netlist names) <==
| register | flops |
|---|---|
| u_fifo.wr_ptr | 6 |
| u_fifo.rd_ptr | 6 |
| u_fifo.fifo_mem | 256 |
| u_fifo.rd_data | 8 |
| u_mux.out | 8 |
==> per-layer routing <==
| metal | track usage | up-vias | part of all wire |
|---|---|---|---|
| met2 | 0.290 | 396 | 0.45 |
| li1 | - | 2544 | - |
| met3 | 0.146 | 32 | 0.17 |
| met4 | 0.0329 | 0 | 0.021 |
| met1 | 0.258 | 2821 | 0.36 |
| met5 | 0.00348 | - | 0 |
==> power by group through the flow <==
stage	combinational (mW)	sequential [mW]	clock, mW
4_1_cts	0.501	2.41	1.90
6_report	0.494	2.40	1.86
5_1_grt	0.532	2.41	1.98
Power and IR drop assume default switching activity.
